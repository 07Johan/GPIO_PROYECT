==> flow/design.v <==
module GPIO_Single (
    inout  wire PIN_DATA,           
    input  wire clk,                
    input  wire reset,              
    input  wire Enable,             
    input  wire Function,           
    input  wire Data_out,           
    input  wire Pin_Change_Mask,    
    input  wire [1:0] Int_Mask,     
    output reg  Data_in,            
    output reg  Pin_out,            
    output reg  IRQ_PIN_CHANGE,     
    output reg  IRQ_INT             
);
    reg PIN_DATA_prev;              
    reg pin_direction;              
    reg pin_value;                  
    reg irq_detected;               
    reg enable_reg;                 
    reg function_reg;               
    reg pin_change_mask_reg;        
    reg [1:0] int_mask_reg;         
    assign PIN_DATA = (enable_reg == 1'b0 && function_reg == 1'b1) ? pin_value : 1'bz;
    always @(posedge clk or posedge reset) begin
        if (reset) begin
            Data_in <= 1'b0;
            Pin_out <= 1'b0;
            PIN_DATA_prev <= 1'b0;
            pin_direction <= 1'b0;   
            pin_value <= 1'b0;
            IRQ_PIN_CHANGE <= 1'b0;
            IRQ_INT <= 1'b0;
            irq_detected <= 1'b0;
            enable_reg <= 1'b0;
            function_reg <= 1'b0;
            pin_change_mask_reg <= 1'b0;
            int_mask_reg <= 2'b00;
        end else begin
            enable_reg <= Enable;
            function_reg <= Function;
            pin_change_mask_reg <= Pin_Change_Mask;
            int_mask_reg <= Int_Mask;
            if (Enable == 1'b0) begin   
                pin_direction <= Function;
                if (Function == 1'b0) begin   
                    Data_in <= PIN_DATA;      
                    Pin_out <= 1'b0;          
                end else begin               
                    pin_value <= Data_out;    
                    Pin_out <= Data_out;      
                end
                if (Function == 1'b0 && pin_change_mask_reg) begin
                    case (int_mask_reg)
                        2'b01: begin   
                            irq_detected <= (PIN_DATA == 1'b1 && PIN_DATA_prev == 1'b0);
                        end
                        2'b10: begin   
                            irq_detected <= (PIN_DATA == 1'b0 && PIN_DATA_prev == 1'b1);
                        end
                        2'b11: begin   
                            irq_detected <= (PIN_DATA != PIN_DATA_prev);
                        end
                        default: begin   
                            irq_detected <= 1'b0;
                        end
                    endcase
                    if (irq_detected) begin
                        IRQ_PIN_CHANGE <= 1'b1;
                        IRQ_INT <= 1'b1;
                        Data_in <= PIN_DATA;   
                    end else begin
                        IRQ_PIN_CHANGE <= 1'b0;
                        IRQ_INT <= 1'b0;
                    end
                end else begin
                    IRQ_PIN_CHANGE <= 1'b0;
                    IRQ_INT <= 1'b0;
                    irq_detected <= 1'b0;
                end
                PIN_DATA_prev <= PIN_DATA;
            end else begin
                Pin_out <= 1'b0;    
                IRQ_PIN_CHANGE <= 1'b0;
                IRQ_INT <= 1'b0;
                Data_in <= 1'b0;
            end
        end
    end
endmodule
module gpio_vector (
    inout  wire [15:0] PIN_DATA,        
    input  wire clk,                    
    input  wire reset,                  
    input  wire Enable,                 
    input  wire [15:0] Function,        
    input  wire [15:0] Data_out,        
    input  wire [15:0] Pin_Change_Mask,  
    input  wire [1:0] Int_Mask,         
    output wire [15:0] Data_in,         
    output wire [15:0] Pin_out,         
    output wire IRQ_PIN_CHANGE,         
    output wire [1:0] IRQ_INT           
);
    wire [15:0] irq_pin_change_vector;  
    wire [1:0] irq_int_vector;          
    wire [15:0] function_internal;      
    assign function_internal[13:0] = Function[13:0];
    assign function_internal[14] = (Pin_Change_Mask[14]) ? 1'b0 : Function[14];
    assign function_internal[15] = (Pin_Change_Mask[15]) ? 1'b0 : Function[15];
    genvar i;
    generate
        for (i = 0; i < 14; i = i + 1) begin : gpio_pins_0_13
            GPIO_Single gpio_instance (
                .PIN_DATA(PIN_DATA[i]),                
                .clk(clk),                             
                .reset(reset),                         
                .Enable(Enable),                       
                .Function(function_internal[i]),       
                .Data_out(Data_out[i]),                
                .Pin_Change_Mask(Pin_Change_Mask[i]),  
                .Int_Mask(2'b00),                      
                .Data_in(Data_in[i]),                  
                .Pin_out(Pin_out[i]),                  
                .IRQ_PIN_CHANGE(irq_pin_change_vector[i]),  
                .IRQ_INT()                             
            );
        end
    endgenerate
    GPIO_Single gpio_instance_14 (
        .PIN_DATA(PIN_DATA[14]),                
        .clk(clk),                             
        .reset(reset),                         
        .Enable(Enable),                       
        .Function(function_internal[14]),      
        .Data_out(Data_out[14]),               
        .Pin_Change_Mask(Pin_Change_Mask[14]),  
        .Int_Mask(Int_Mask),                   
        .Data_in(Data_in[14]),                 
        .Pin_out(Pin_out[14]),                 
        .IRQ_PIN_CHANGE(irq_pin_change_vector[14]),  
        .IRQ_INT(irq_int_vector[0])            
    );
    GPIO_Single gpio_instance_15 (
        .PIN_DATA(PIN_DATA[15]),                
        .clk(clk),                             
        .reset(reset),                         
        .Enable(Enable),                       
        .Function(function_internal[15]),      
        .Data_out(Data_out[15]),               
        .Pin_Change_Mask(Pin_Change_Mask[15]),  
        .Int_Mask(Int_Mask),                   
        .Data_in(Data_in[15]),                 
        .Pin_out(Pin_out[15]),                 
        .IRQ_PIN_CHANGE(irq_pin_change_vector[15]),  
        .IRQ_INT(irq_int_vector[1])            
    );
    assign IRQ_PIN_CHANGE = |irq_pin_change_vector;
    assign IRQ_INT = irq_int_vector;
endmodule
==> flow/run.sh <==
#!/bin/bash
# OpenROAD 26Q1-2900-gdf79404cd8, Yosys 0.63+post, stock flow scripts
make -C /OpenROAD-flow-scripts/flow DESIGN_CONFIG=/design/flow/config.mk WORK_HOME=/design/flow/orfs finish
==> flow/config.mk <==
export PLATFORM = sky130hd
export DESIGN_NAME = gpio_vector
export DESIGN_NICKNAME = gpio_vector
export VERILOG_FILES = /design/flow/design.v
export SDC_FILE = /design/flow/constraint.sdc
export NUM_CORES = 4
export LEC_CHECK = 1
export CORE_UTILIZATION = 50
==> flow/constraint.sdc <==
current_design gpio_vector

set clk_period 1.7
set clk_io_pct 0.2

create_clock -name clk0 -period $clk_period [get_ports {clk}]

set non_clock_inputs [all_inputs -no_clocks]
set_input_delay [expr $clk_period * $clk_io_pct] -clock clk0 $non_clock_inputs
set_output_delay [expr $clk_period * $clk_io_pct] -clock clk0 [all_outputs]
==> results_dict.tcl <==
# collected from the flow reports
set metrics [dict create \
    status "did not finish" \
    haltStage "clock tree synthesis (4_1_cts)" \
    error "[error] [KeplerFormal.cpp:679] Workflow failed: Iso has multiple drivers: .PIN_DATA0, PIN_DATA[0]$_DFFE_PP0P_.Q0" \
    dieHeight_um 74.36 \
    cts.root.buffer_cell "clkbuf_8" \
    num_rows 25 \
    ys_seq_share 0.5545 \
    htreeDepth 3 \
    ys_seq_elements 58 \
    cts_hold_buffers 0 \
    yosys-stat-cells 223 \
    boundaryPins 104 \
    ys_types 23 \
    post_cts_buffers 0 \
    gp_congestion 0.7548 \
    syn_inst 223 \
    cts-resized-gates 1 \
    die_x_um 74.36 \
    syn-cell-area_um2 2618 \
    dp_hpwl_um 2736 \
    cts.sinks 58 \
    place_ws_ns 0.1393 \
    cts_made_buffers 9 \
    portBuffers 73 \
    synth.avg_cell_area_um2 11.74 \
    clk_path_buf_depth 2 \
    ys_warn_count 2 \
    fp_util 0.5364 \
    place_inst 326 \
    ys_area_um2 2618 \
]
==> synthesized netlist by cell type <==
cell / n / area (um^2)
a22oi_1: 2 / 15.01
nand3b_1: 2 / 15.01
nand2_1: 6 / 22.52
inv_1: 21 / 78.83
dfrtp_1: 58 / 1451
buf_6: 2 / 22.52
o21ai_1: 2 / 10.01
mux2i_1: 16 / 160.2
nor2_1: 24 / 90.09
buf_4: 35 / 262.8
o21ai_0: 2 / 10.01
buf_8: 1 / 15.01
nor3b_2: 2 / 25.02
nor2_4: 6 / 67.56
o211ai_1: 2 / 15.01
a31oi_1: 2 / 12.51
buf_2: 1 / 5.000
or2_2: 1 / 6.260
a21o_1: 14 / 105.1
nand2b_1: 12 / 75.07
nand2b_4: 6 / 82.58
and4b_1: 2 / 20.02
ha_1: 4 / 50.05
==> per-stage QoR <==
stage,util,power [mW],instance area [um^2]
2_1_floorplan,-,1.732,2621
3_3_place_gp,0.6497,1.895,3171
3_5_place_dp,0.6497,1.898,3171
==> cells by family after synthesis <==
| kind of cell | after synthesis | share of synthesized area |
|---|---|---|
| AOI/OAI and AO/OA | 24 | 0.06405 |
| adders and majority gates | 4 | 0.01912 |
| buffers and inverters | 60 | 0.1467 |
| DFF | 58 | 0.5545 |
| muxes | 16 | 0.06118 |
| and+or+nand+nor | 61 | 0.1544 |
Power figures rest on the tool's default switching activity, not on a simulated workload.
